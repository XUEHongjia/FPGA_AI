### /design/flow/design.v
module Rescale #(
parameter BITWIDTH_IN = 24,
parameter BITWIDTH_OUT =  8,
parameter SCALE1 = 199,
parameter SCALE2 = 156,
parameter SCALE3 = 164,
parameter BITWIDTH_SCALE = 8,
parameter BITWIDTH_RIGHT_SHIFT = 16
)
(
input clk,
input rstn,
input ena,
input [ 2-1 : 0 ] select,
input unsigned [ BITWIDTH_IN - 1 : 0 ] in_data,
output unsigned [ BITWIDTH_OUT - 1 : 0 ] result
);
reg unsigned [ BITWIDTH_IN+BITWIDTH_SCALE - 1 : 0 ] product;
reg unsigned [ BITWIDTH_IN+BITWIDTH_SCALE - 1 : 0 ] product_round;
reg unsigned [ BITWIDTH_IN+BITWIDTH_SCALE - 1 : 0 ] product_right_shift;
reg unsigned [ BITWIDTH_SCALE - 1 : 0 ] scale1 = SCALE1;
reg unsigned [ BITWIDTH_SCALE - 1 : 0 ] scale2 = SCALE2;
reg unsigned [ BITWIDTH_SCALE - 1 : 0 ] scale3 = SCALE3;
reg unsigned [ BITWIDTH_RIGHT_SHIFT - 1 : 0 ] point5 = 16'h8000;
always@( posedge clk or negedge rstn ) begin
if ( !rstn ) begin
    product <= '0;
    product_right_shift <= '0;
end
else if ( ena ) begin
    case ( select )
        2'b00: begin
            product <= in_data*scale1; 
        end
        2'b01: begin
            product <= in_data*scale2; 
        end
        2'b10: begin
            product <= in_data*scale3; 
        end
    endcase
    product_round <= product + point5;
    product_right_shift <= product_round >> BITWIDTH_RIGHT_SHIFT;
end
end
assign result = {product_right_shift[ BITWIDTH_OUT - 1 : 0 ]};
endmodule
### /design/flow/constraint.sdc
current_design Rescale

set clk_period 1.6
set clk_io_pct 0.2

create_clock -name clk0 -period $clk_period [get_ports {clk}]

set non_clock_inputs [all_inputs -no_clocks]
set_input_delay [expr $clk_period * $clk_io_pct] -clock clk0 $non_clock_inputs
set_output_delay [expr $clk_period * $clk_io_pct] -clock clk0 [all_outputs]
### /design/flow/run.sh
#!/bin/bash
# OpenROAD 26Q1-2900-gdf79404cd8, Yosys 0.63+post, stock flow scripts
make -C /OpenROAD-flow-scripts/flow DESIGN_CONFIG=/design/flow/config.mk WORK_HOME=/design/flow/orfs finish
### /design/flow/config.mk
export PLATFORM = sky130hd
export DESIGN_NAME = Rescale
export DESIGN_NICKNAME = Rescale
export VERILOG_FILES = /design/flow/design.v
export SDC_FILE = /design/flow/constraint.sdc
export NUM_CORES = 4
export LEC_CHECK = 1
export CORE_UTILIZATION = 50
==> summary.txt <==
yosys + openroad results -> # diodes=0, Post-synth EDFFs=8, 1st-iter DRT viols=144, largest net degree at the start of global routing=18, clock skew=1.33 ps, most frequent CP cell=fa_1, Reg clk slew, reported paths=60 ps, maximum operating frequency=250 MHz, Chip Area=14,500 µm², crit path capture type=register, area delta synth->final=41.6%, Final Slew Violations=0, most frequent logic cells in the routed design=inv_1, buf_4, ha_1, fa_1, ha_4, run status=finished, violations left, critical path's slowest cell=fa_1, VDD IR max=1.05 mV, crit start category=primary input, Post-CTS Hold Fix Bufs=0, worst-path cell chain=buf_4 > buf_6 > buf_12 > ha_4 > fa_1 > inv_1 > fa_1 > fa_1 > inv_2 > ha_4 > and4_1 > nand2_1 > o2111ai_2 > a41oi_2 > o2111a_1 > a221o_1 > o21bai_1, CP Max Fanout=3, RD Place Congestion=0.942, fillers=940, hpwl dp=14.0 mm, slew of the pin with the lowest slew margin=400 ps, power share of the clock group=0.045, CP startpoint=in_data[9], Avg Cell Area, Syn=9.18 µm², CTS Buffer Depth=2, Yosys Chip Area=6990 µm², path type of the worst setup path=primary input to register, crit path DRT=1740 ps, vias in the first global route=5,736, Synthesis Warnings=1, Die H=120 µm, Final Hold Violating Endpoints=0, violated checks=setup timing, # DRC=0, Max-Cap Viols=0, placed inst area=9080 µm², slack of the critical path=-2400 ps, CTS H-Tree Depth=1, pwr/cell area=1240 nW/µm², RR Endpoint=product_round[23]$_DFFE_PP_, FF-to-FF Start=product[17]$_DFFE_PN0P_, synthesis-stage register bit count=25, final setup violation count=9, Overflow after GRT=0, fin area=9900 µm², NetSw=5400 µW, pre-CTS WS=-3100 ps, Max stage delay on crit path=560 ps, GRT Util Overall=0.249, Commonest flop=dfrtp_1, crit share post-route=2.50, wire length per cell=13.8 µm, Reg power frac=0.087, Fin Setup TNS=-19,650 ps, initial antenna violation count=0, CTS sink cnt=25, reg2reg setup slack=260 ps, switching part of the total=0.438, CTS tree=built, core area=13,500 µm², cell count along the critical path=17, synthesized area=6990 µm², Gate power share=0.869, fp_density=0.519, DR pass1 iterations=4, Die X=120 µm, Cells after Synth=761, Final min period=4000 ps, most used logic cell in the final layout=inv_1, placed cell count=1,132, Post-Route WL=15.9 mm, num ports=37, CP Buf/Inv Count=5, Internal=6920 µW, headroom to the max-slew limit=0.733, row count=42, Final Non-Filler Cells=1,153, detailed-route via count=5,527, Clock Latency Late Sink=250 ps, P_leak=0.00509 µW, Hold Slack=408 ps, Post-synth ARST share=0.680, CP top delay family=adder cells, tool warnings=35, Yosys cell types=54, cell total in the yosys stat output=761, layout cells sized above 1=0.343, CTS Buf Count=3, PortBufs=36, Hold Path Class=primary input to asynchronous set/reset pin, first-pass GRT wire length=26.9 mm, Via density=4.79, RSZ-0062 raised after global routing=true, Critical path destination=product[23]$_DFFE_PN0P_, Synth Seq Share=0.0953, FF-to-FF path depth=4, Critical Path AT=4140 ps, post-route ant nets=0, Root Driver=clkbuf_16
==> cell families after synthesis <==
group,Yosys count,synth area share
xor gates and xnor gates,47,0.0589
and+or+nand+nor,75,0.0566
buffers and inverters,265,0.143
adders and majority gates,238,0.531
DFF,25,0.0953
AOI/OAI and AO/OA,102,0.101
muxes,9,0.0143
==> metal layers <==
layer  up-vias  track usage  wire length, µm
li1       2821            -                -
met1      2605        0.410             7740
met2        93        0.370             7010
met3         8       0.0588              951
met4         0       0.0185              159
met5         -            0                0
==> through the flow <==
stage                     power, µW  utilization
after global routing          13500        0.736
after CTS                     12000        0.719
after detailed placement       9930        0.675
after floorplan                6330            -
final                         12300        0.736
after global placement         9820        0.675
==> sequential cells by signal (all words and copies together) (netlist names) <==
signal and count:
product 9, product_round 8, product_right_shift 8
==> synth_stat cells (all sizes together), types with 5 or more instances <==
cell type  count  area, µm²
nor2          14       52.6
nand4          5       31.3
and2           5       31.3
xor2          14        123
o21ai         15       75.1
nand2b         6       37.5
nor3           7       35.0
mux2           8       90.1
fa            98       1960
nand3          6       30.0
dfrtp         17        425
inv          260        976
a21o           9       67.6
ha           140       1750
xnor2         33        289
nand2         18       67.6
o211ai         8       65.1
a21oi         30        154
edfxtp         8        240
==> worst reg2reg max path, stage by stage (launching register included) <==
cell	delay, ps
dfrtp_1	420
and2_1	190
and3_1	220
nand4_1	130
xnor2_1	140
==> how the worst min path moves through the flow <==
| stage | from | end | slack, ps | cells past startpoint |
|---|---|---|---|---|
| finish | rstn | product[17]$_DFFE_PN0P_ | 410 | 2 |
| global route | rstn | product_right_shift[0]$_DFFE_PN0P_ | 440 | 2 |
| CTS | rstn | product_right_shift[0]$_DFFE_PN0P_ | 420 | 2 |
==> cell type report <==
| type | instances | area [µm²] | area share |
|---|---|---|---|
| clock buffers | 3 | 75.1 | 0.00759 |
| multi-input cells | 471 | 6090 | 0.616 |
| inverters | 260 | 1000 | 0.101 |
| well taps | 176 | 220 | 0.0223 |
| clock inverters | 1 | 7.51 | 0.000759 |
| repair buffers | 217 | 1840 | 0.185 |
| flip-flops and latches | 25 | 666 | 0.0673 |
==> power by group through the flow <==
| stage | clock, µW | combinational, µW | sequential (µW) |
|---|---|---|---|
| final | 550 | 10700 | 1070 |
| after global routing | 588 | 11800 | 1100 |
| after CTS | 562 | 10400 | 1070 |
==> repair_timing <==
| item | CTS | global route |
|---|---|---|
| resized | 159 | 47 |
| buffers inserted | 17 | 8 |
| endpoints found under the setup margin | 9 | 9 |
| pin swaps | 97 | 69 |
Power is estimated from default activity; no workload was simulated.
