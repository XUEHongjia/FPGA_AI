## run.sh

```bash
#!/bin/bash
# OpenROAD 26Q1-2900-gdf79404cd8, Yosys 0.63+post, stock flow scripts
make -C /OpenROAD-flow-scripts/flow DESIGN_CONFIG=/design/flow/config.mk WORK_HOME=/design/flow/orfs finish
```

## config.mk

```make
export PLATFORM = sky130hd
export DESIGN_NAME = Memory_Control_Pool
export DESIGN_NICKNAME = Memory_Control_Pool
export VERILOG_FILES = /design/flow/design.v
export SDC_FILE = /design/flow/constraint.sdc
export NUM_CORES = 4
export LEC_CHECK = 1
export CORE_AREA = 10 10 111 111
export DIE_AREA = 0 0 121 121
```

## constraint.sdc

```tcl
current_design Memory_Control_Pool

set clk_period 2.7
set clk_io_pct 0.2

create_clock -name clk0 -period $clk_period [get_ports {clk}]

set non_clock_inputs [all_inputs -no_clocks]
set_input_delay [expr $clk_period * $clk_io_pct] -clock clk0 $non_clock_inputs
set_output_delay [expr $clk_period * $clk_io_pct] -clock clk0 [all_outputs]
```

## design.v

```verilog
module Memory_Control_Pool
#(
parameter ADDRESS_LENGTH_CONV2 = 10,
parameter ADDRESS_LENGTH_FLATTEN = 8
)
(
input clk,
input rstn,
input start,
output reg ena_pool,
output reg ena_conv2,
output reg wea_conv2,
output reg addren_conv2,
output reg [ADDRESS_LENGTH_CONV2 - 1:0] addra_conv2
);
localparam INPUT_WIDTH = 8;
integer i;
reg [31:0] counter = '0;
reg [ ADDRESS_LENGTH_CONV2 - 1 : 0 ] anchor = '0;
reg pool2_end = 0;
reg [ 2-1 : 0 ] conv2_addra_count;
always @ ( posedge clk or negedge rstn ) begin
if ( !rstn ) begin
counter <= '1;
anchor <= 0;
pool2_end <= 0;
conv2_addra_count <= 0;
ena_pool <= 0;
ena_conv2 <= 0;
wea_conv2 <= 0;
addra_conv2 <= 0;
addren_conv2 <= 0;
end
else if ( start ) begin
counter <= counter >= 32'd99999 ? 0 : ( counter + 1 );
ena_pool <= 1;
anchor <=  addra_conv2 == 1 ? anchor + 2 : anchor;
conv2_addra_count <= conv2_addra_count == 3 ? 0 : conv2_addra_count + 1;
ena_conv2 = 1;
wea_conv2 <= 0;
addren_conv2 <= 1;
addra_conv2 <= conv2_addra_count == 3 ? anchor : (conv2_addra_count == 1) ? addra_conv2 + (INPUT_WIDTH - 1) : addra_conv2 + 1;
end
else if ( pool2_end ) begin
counter <= '1;
ena_pool <= 0;
ena_conv2 <= 0;
wea_conv2 <= 0;
addra_conv2 <= 0;
addren_conv2 <= 0;
end
end
endmodule
```

==> flow_summary.toml <==
# synthesis and place-and-route metrics
[outcome]
status = "complete, no violations"

[finish]
drive_gt1_share_pct = 7.14
regArea_um2 = 551
fillers = 1080
area_growth_syn_to_layout_pct = 27.1
fin_area_um2 = 1630
final-comb-area_um2 = 656

[sta]
max_freq_ghz = 0.467
rsz0062_at_grt = "false"
hold_viol = 0
layout_min_cycle_time_ns = 2.14
finalCritPeriodShare_pct = 79.3
setup_viol = 0
slew_violations = 0
tns_ns = 0
holdWs_ns = 0.478
fin_worst_skew_ns = 0.00491

[clock_tree]
htree_num_levels = 1
clkLatencyLatePin_ns = 0.27
cts_resized = 0
tritoncts = "yes"
hold_buffers = 0
cts_num_sinks = 22
clockBufferDepth = 2
post_cts_buffers = 0
path_clk_slew_ns = 0.08
cts_buffers = 3
root_buffer = "clkbuf_8"

[worst_setup_path]
crit_path_end = "addra_conv2[4]"
path_class = "reg -> reg"
path_buffers = 0
required_ns = 2.85
path_cells = "ha_1 -> xor2_1 -> ha_1 -> a21boi_0 -> o2bb2ai_1 -> nor2_1 -> o31a_1"
end_kind = "register"
r2r_slack_ns = 0.56
cp_slowest_stage_delay_ns = 0.43
cp-startpoint = "conv2_addra_count[0]"
cp.depth = 7
critPathLaunchType = "register"
cp_slowest_cell = "dfrtp_1"
r2r_cells = 7
crit_family = "AND-OR/OR-AND gates"
crit_top_cell = "ha_1"
worstPathMaxFanout = 7
r2r-end = "addra_conv2[4]"
arrival_ns = 2.29
reg2reg_from = "conv2_addra_count[0]"

[routing]
vias = 1003
dr.first_iter.drc_count = 50
routedWlPerCell_um = 10.6
wirelength_mm = 2.89
dr.pass1.iters = 4
num_antenna_cells = 0
drcViolationCount = 0
vias_per_cell = 3.67
antenna_left = 0

[die]
top_level_ports = 17
core_um2 = 9860
chip_area_um2 = 14600
dieHeight_um = 121
die_w_um = 121
rows = 36
initCoreUtil_pct = 13.0

[synthesis]
ys_top_cells_by_count = "dfrtp_1 (22), nand2_1 (8), xnor2_1 (8), nor2_1 (6)"
ys_area_um2 = 1280
synth_area_per_cell_um2 = 10.0
numSynthFlops = 22
area_leaders = "dfrtp_1 (43%), xnor2_1 (5.5%), ha_1 (4.9%)"
largest_area_cell = "dfrtp_1"
ys_warn_count = 1
synth-main-ff-cell = "dfrtp_1"
yosys_cells = 128
syn_inst = 128
synth_area_um2 = 1280
edf_count = 0
top_cell = "dfrtp_1"
synth_cell_types = 44
top_cell_area_share_pct = 43.0
ys_seq_share_pct = 43.0
synthArstFlopShare_pct = 100

[power_and_ir_drop]
p_leak_uw = 0.000652
ir_worst_vdd_mv = 0.321
power_density_nw_per_um2 = 872
finalPower_uw = 1420

[place]
dp_hpwl_mm = 2.09
portBuffers = 15
dpl-instance-area_um2 = 1560
gp_congestion = 0.865

[grt]
grt_max_degree = 23
antenna_found_initial = 0
grt_pass1_wl_mm = 4.85
grt_usage_pct = 3.93
grt_remaining_overflow = 0
grt_pass1_vias = 943

[run]
max-cap-violations = 0
warnings = 27

[min_path]
hp-class = "reg -> reg"
## worst min-delay path by stage
stage,from,to,cells after the start
after CTS,anchor[9],anchor[9],1
after global routing,anchor[9],anchor[9],1
final,anchor[9],anchor[9],1
## per-stage QoR
| stage | utilization [%] | cells | worst slack [ns] |
|---|---|---|---|
| global route | 16.5 | 273 | 0.355 |
| global placement | 15.8 | 269 | 0.510 |
| floorplan | - | 128 | 0.766 |
| finish | 16.5 | 273 | 0.560 |
| CTS | 16.5 | 273 | 0.567 |
| detailed placement | 15.8 | 269 | 0.480 |
## sequential cells by signal, indices dropped and copies added (netlist names)
register,cells
anchor,9
conv2_addra_count,2
ena_pool,1
addra_conv2,10
## kinds of logic after synthesis
kind of cell | synth area share [%]
AND-OR/OR-AND | 15.3
XOR/XNOR | 6.84
adder cells (fa/ha/maj) | 4.88
buffers and inverters | 5.86
flip-flops | 43.0
multiplexers | 4.00
other | 0.293
AND/OR/NAND/NOR | 19.8
## report_power, final
group / total (uW) / internal, uW / leakage (uW) / switching [uW]
clock: 310 / 198 / 0.0000357 / 112
sequential: 547 / 409 / 0.000272 / 139
combinational: 562 / 309 / 0.000345 / 253
## cell type report
type | instances | area share, %
inverter | 5 | 1.15
clock buffer | 3 | 2.54
clock inverter | 1 | 1.84
tap | 133 | 10.2
timing repair buffer | 17 | 10.1
sequential | 22 | 33.8
multi-input combinational | 92 | 40.3
## routing by layer
metal,track usage [%],share of wire (%),vias to the layer above
met3,1.42,8.3,4
met2,5.51,40,29
li1,-,-,487
met1,5.79,50,483
met4,0.452,0.94,0
met5,0,0,-
## cells in the final DEF (no fill, tap or decap), types with 2 or more instances in the layout
master / n
a21oi_1: 5
a22oi_1: 3
a2bb2oi_1: 2
and3_1: 4
and4_1: 2
buf_4: 2
clkbuf_8: 3
clkdlybuf4s50_1: 15
dfrtp_1: 22
ha_1: 5
inv_1: 4
mux2i_1: 4
nand2_1: 8
nand3_1: 5
nand4_1: 4
nor2_1: 6
nor3_1: 2
nor4_1: 2
o211ai_1: 2
o21ai_0: 4
o31a_1: 2
or3_1: 4
or4_1: 2
xnor2_1: 8
xor2_1: 2
No activity file was given, so power comes from the tool's default toggle rates.
